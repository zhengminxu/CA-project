**./run.sh**
```bash
#!/bin/bash
# OpenROAD 26Q1-2900-gdf79404cd8, Yosys 0.63+post, stock flow scripts
make -C /OpenROAD-flow-scripts/flow DESIGN_CONFIG=/design/flow/config.mk WORK_HOME=/design/flow/orfs finish
```
**./config.mk**
```make
export PLATFORM = sky130hd
export DESIGN_NAME = Data_memory
export DESIGN_NICKNAME = Data_memory
export VERILOG_FILES = /design/flow/design.v
export SDC_FILE = /design/flow/constraint.sdc
export NUM_CORES = 4
export LEC_CHECK = 1
export CORE_UTILIZATION = 50
export SYNTH_MEMORY_MAX_BITS = 65536
```
**./constraint.sdc**
```tcl
current_design Data_memory

set clk_period 40.0
set clk_io_pct 0.2

create_clock -name clk0 -period $clk_period [get_ports {clk_i}]

set non_clock_inputs [all_inputs -no_clocks]
set_input_delay [expr $clk_period * $clk_io_pct] -clock clk0 $non_clock_inputs
set_output_delay [expr $clk_period * $clk_io_pct] -clock clk0 [all_outputs]
```
**./design.v**
```verilog
module Data_memory(
clk_i,
MemWrite_i,
MemRead_i,
addr_i,
WriteData_i,
ReadData_o);
input   clk_i;
input   MemWrite_i;
input   MemRead_i;
input   [31:0]  addr_i;
input   [31:0]  WriteData_i;
output  reg	[31:0]  ReadData_o;
reg [31:0]  mem  [0:255];
always @(posedge clk_i) begin
    if(MemWrite_i)
        mem[addr_i] <= WriteData_i;
end
always @(posedge clk_i) begin
    if(MemRead_i)
        ReadData_o <= mem[addr_i];
end
endmodule
```
==> impl_metrics.py <==
# Flow results
metrics = {
    "logic_synthesis": {
        "top_logic_kind": "multiplexers",
        "ys_seq_elements": 8224,
        "yosysTopAreaCell": "edfxtp_1",
        "postSynthCellCount": 13087,
        "ys_sh_mux_pct": 14.9,
        "top_cell_area_share_pct": 79.8,
        "xor_share_pct": 0,
        "synth_seq_share_pct": 79.8,
        "simple_gate_share_pct": 0.488,
        "synth_area_per_cell_um2": 23.6,
        "synth.cellmix.adderShare_pct": 0,
        "ys_area_um2": 309000,
        "synthAoiAreaFrac_pct": 3.68,
        "yosysCellCount": 13087,
        "synth_area_um2": 309000,
        "synth_cell_type_count": 21,
        "synth_warnings": 1,
        "area_leaders": "edfxtp_1 (80%), mux4_2 (15%), a22oi_1 (2.5%)",
    },
    "job": {
        "cap_violations": 0,
        "warnings": 56,
    },
    "timing": {
        "setup_viol": 0,
        "timing.fmax_ghz": 0.0652,
        "slew_violations": 0,
        "slew_headroom_pct": 8.43,
        "grt_setup_unrepaired": "no",
        "clock_skew_ps": 89.2,
        "hold_violations": 0,
        "worstMarginPinSlew_ps": 1370,
        "fin_crit_sh_pct": 38.4,
        "fin_setup_tns_ps": 0,
        "hold_slack_ps": 1040,
        "post-route-min-period_ps": 15350,
    },
    "cts": {
        "postCtsSetupRepairBufs": 0,
        "clockBufferDepth": 4,
        "clock.latency.late_pin_ps": 1170,
        "clk_pin_slew_ps": 60,
        "post_cts_hold_buffer_count": 0,
        "cts_resized": 0,
        "cts_inserted_buffers": 795,
        "cts_sinks": 8224,
        "htree_levels": 6,
        "clk_root_buffer_cell": "clkbuf_16",
        "cts_tree": "done",
    },
    "place": {
        "port_buffers": 74,
        "routabilityCongestion": 0.947,
        "place_hpwl_um": 469000,
    },
    "setup_path": {
        "cp-end-kind": "flip-flop",
        "required_ps": 40900,
        "worstPathMaxFanout": 76,
        "arrival_ps": 16250,
        "path_class": "in -> reg",
        "cp-start-kind": "input pin",
    },
    "power": {
        "vdd_drop_max_v": 0.0000512,
        "p_leak_nw": 107,
        "pwr_density_cell_nw_per_um2": 50.0,
    },
    "die": {
        "row_count": 288,
        "die_w_um": 789,
        "core_um2": 616000,
        "dieArea_um2": 622000,
        "die_h_um": 789,
        "pin_count": 99,
        "initial_core_util_pct": 50.2,
    },
    "drt": {
        "num_vias": 145283,
        "drtIter0Drc": 9146,
        "first_pass_iters": 6,
        "drc": 0,
        "vias_per_cell": 6.38,
        "totalWireLength_um": 839000,
        "post_drt_wl_per_cell_um": 36.8,
        "ant_nets": 0,
    },
    "global_routing": {
        "grt_max_degree": 128,
        "grt_pass1_vias": 166292,
        "grt_use_total_pct": 31.0,
        "grt_pass1_wl_um": 1180000,
        "antenna_found_initial": 37,
        "grt-ovfl-total": 0,
    },
    "hold_path": {
        "min_path_type": "reg -> reg",
    },
    "layout": {
        "drive_gt1_share_pct": 29.7,
        "synthToLayoutAreaGrowth_pct": 13.5,
        "fill_cells": 42382,
    },
    "outcome": {
        "status": "complete, no violations",
    },
}
## flip-flops by register name, indices dropped and copies added, names as in the netlist
register	flops
ReadData_o	32
mem	8192
## path summary, 6_finish.rpt
check,start,slack (ps),cells past startpoint,end
worst min-delay path,mem[198][14],1040,5,ReadData_o[14]
worst max-delay path,addr_i[0],24650,16,ReadData_o[11]
worst max register to register,mem[127][1],36620,6,ReadData_o[1]
worst min register to register,mem[198][14],1040,5,ReadData_o[14]
## critical path, stage by stage
cell and delay, ps:
buf_16 300, buf_4 600, buf_4 660, buf_4 500, buf_4 590, buf_4 650, buf_12 580, buf_4 710
buf_4 590, buf_4 590, mux4_2 580, a22oi_1 270, a21oi_1 320, o41ai_2 590, buf_4 290, nand4_1 100
## per-stage QoR
step                util [%]  setup slack [ps]  power (mW)  cells  instance area (µm²)
CTS                     57.0             24370        17.7  22736               351000
global placement        52.9             23230        10.5  21295               326000
finish                  57.0             24650        17.6  22784               351000
floorplan                  -             28120        10.1  13087               309000
global route            57.0             23840        18.1  22774               351000
detailed placement      52.9             23120        10.5  21295               326000
## kinds of logic after synthesis
kind of cell	count (synthesis)
flops	8224
mux	2048
compound gates	1664
buf+inv	797
simple gates	354
## power by group
part | total, mW | switching (mW) | internal [mW]
combinational | 0.805 | 0.533 | 0.273
sequential | 9.53 | 0.0210 | 9.50
clock | 7.24 | 3.15 | 4.09
total | 17.6 | 3.70 | 13.9
## layout make-up
type,instances,area [µm²],area share (%)
Antenna cell,47,118,0.0335
Timing Repair Buffer,885,7140,2.03
Sequential cell,8224,247000,70.3
Clock buffer,984,20800,5.92
Inverter,1,3.75,0.00107
Tap cell,8120,10200,2.89
Multi-Input combinational cell,4066,61700,17.6
Clock inverter,457,4270,1.22
## cell usage after synthesis
cell type  instances
and2_1             3
nor3_1            30
or3_1              1
nand2b_1           6
buf_6              4
nand2_1           28
mux4_2          2048
buf_1             64
nor2b_1            7
o41ai_1          128
nand3_1           13
inv_1              1
nor2_1           232
a22oi_1         1024
or2_2              2
nand4_1           32
buf_2            209
a21oi_1          512
clkbuf_1         498
edfxtp_1        8224
buf_4             21
## placed cells by master, fill, tap and decap left out, types with 3 or more instances in the layout
cell type,instances
edfxtp_1,8224
mux4_2,2048
a22oi_1,1024
clkbuf_16,804
buf_4,800
a21oi_1,510
nor2_4,228
clkinv_1,189
clkbuf_1,180
clkinv_2,135
o41ai_2,82
bufinv_16,62
diode_2,47
o41ai_1,46
clkdlybuf4s50_1,39
nand4_1,32
buf_8,32
nor3_2,30
inv_6,19
nand2_2,15
clkinvlp_4,15
clkinv_8,14
nand2_1,12
clkinv_16,10
buf_12,10
inv_16,9
nand3_1,5
nor2b_4,4
nand2b_1,4
nor2_1,4
nand3_4,4
nand3_2,4
nor2b_1,3
clkinv_4,3
## per-layer routing
metal,track usage (%),vias to the layer above,routed length (µm)
met2,41.3,12187,378000
li1,-,58837,-
met5,7.50,-,5560
met1,32.8,72617,222000
met3,31.8,1564,197000
met4,9.82,78,36000
Power is estimated from default activity; no workload was simulated.
