$ cat config.mk
export PLATFORM = sky130hd
export DESIGN_NAME = EX_MEM
export DESIGN_NICKNAME = EX_MEM
export VERILOG_FILES = /design/flow/design.v
export SDC_FILE = /design/flow/constraint.sdc
export NUM_CORES = 4
export LEC_CHECK = 1
export CORE_UTILIZATION = 30
$ cat constraint.sdc
current_design EX_MEM

set clk_period 1.0
set clk_io_pct 0.2

create_clock -name clk0 -period $clk_period [get_ports {clk}]

set non_clock_inputs [all_inputs -no_clocks]
set_input_delay [expr $clk_period * $clk_io_pct] -clock clk0 $non_clock_inputs
set_output_delay [expr $clk_period * $clk_io_pct] -clock clk0 [all_outputs]
$ cat design.v
module EX_MEM(
	input clk,
	input	[1:0]	ctrl_wb_in,
	input	[1:0]	ctrl_m_in,
	input	alu_zero,
	input	[31:0]	alu_result_in,
	input	[31:0]	mux7_in,
	input	[4:0]	mux3_in,
	output	reg	[1:0]	ctrl_wb_out,
	output	reg		ctrl_m_mem_write,  
	output	reg		ctrl_m_mem_read,  
	output	reg	zero,
	output	reg	[31:0]	alu_result_out,
	output	reg	[31:0]	mux7_out,
	output	reg [4:0]	mux3_out
);
initial begin
	ctrl_wb_out	<=	0;
	ctrl_m_mem_write	<=	0;
	ctrl_m_mem_read		<=	0;
	zero 	<=	0;
	alu_result_out	<=	0;
	mux7_out	<=	0;
	mux3_out	<=	0;
end
always	@	(posedge	clk)
	begin
		ctrl_wb_out	<=	ctrl_wb_in;
		ctrl_m_mem_write	<=	ctrl_m_in[0];
		ctrl_m_mem_read		<=	ctrl_m_in[1];
		zero 	<=	0;
		alu_result_out	<=	alu_result_in;
		mux7_out	<=	mux7_in;
		mux3_out	<=	mux3_in;
	end
endmodule
$ cat run.sh
#!/bin/bash
# OpenROAD 26Q1-2900-gdf79404cd8, Yosys 0.63+post, stock flow scripts
make -C /OpenROAD-flow-scripts/flow DESIGN_CONFIG=/design/flow/config.mk WORK_HOME=/design/flow/orfs finish
==> ci_impl_report.md <==
## PnR job results

| Metric | Value |
|---|---|
| Switching Share | `17.6%` |
| Power consumption | `5430 uW` |
| CTS max path bufs | `2` |
| Share of cells above drive strength 1 | `39.9%` |
| #FFs+latches synth | `73` |
| Post-Place Worst Slack | `-0.00503 ns` |
| CP Class | `reg -> out` |
| YS chip area | `1470 sq um` |
| Leakage power | `0.00128 uW` |
| Area leader, netlist | `dfxtp_1` |
| Slowest CP cell | `dfxtp_2` |
| Unique cell type count in the Yosys netlist | `3` |
| CTS root buf | `clkbuf_8` |
| Top post-synthesis cells by area | `dfxtp_1, buf_4, conb_1` |
| Yosys cell count | `75` |
| Max_cap viols | `0` |
| Int Pwr | `4470 uW` |
| Setup TNS | `0 ns` |
| Crit path DAT | `0.76 ns` |
| Post CTS Setup Buffer Count | `0` |
| H-Tree Depth | `3` |
| HP Class | `in -> reg` |
| Critical path peak fanout | `1` |
| Final Max Slew Viols | `0` |
| Iter 0 DRT Violations | `31` |
| Largest net degree at the start of global routing | `11` |
| Die Height | `72.1 um` |
| Row Count | `25` |
| Log Warnings | `27` |
| Fmax | `1040 MHz` |
| CP Capture Type | `output port` |
| Number of routed nets with antenna violations | `0` |
| Post-Layout Inst Area | `2820 sq um` |
| DRT Pass-1 Iters | `2` |
| Cell area after synthesis | `1470 sq um` |
| Min Tclk post-route | `0.963 ns` |
| Via count | `1120` |
| CTS sink count | `73` |
| Worst Path Buf+Inv | `1` |
| Wirelength per Cell | `13.0 um` |
| Startpoint Class | `flip-flop` |
| Routed wire length | `3900 um` |
| Area leader share | `99.2%` |
| Combinational Power Share | `7.4%` |
| CP delay by family, top | `flip-flops` |
| Gpl congestion | `0.711` |
| Initial antenna violation count | `0` |
| Die Width | `72.1 um` |
| Crit-path cells | `buf_2` |
| Post-DP Area | `3010 sq um` |
| Drt drc | `0` |
| Final setup fails | `0` |
| Total GRT Usage | `15.2%` |
| TritonCTS Buffers | `9` |
| RSZ-0062 raised after global routing | `no` |
| Min setup slack post-route | `0.0370 ns` |
| Status | `completed` |
| Init Core Util | `31.2%` |
| Sequential cell fraction of total power | `57.1%` |
| Synth Instances | `75` |
| Detailed Place HPWL | `2910 um` |
| Worst path required time | `0.80 ns` |
| Vias in the first global route | `1088` |
| # diodes | `0` |
| Core Region | `4720 sq um` |
| Global-route wire length before repair | `5680 um` |
| Max stage delay on crit path | `0.33 ns` |
| PwrDens | `1920 nW/um^2` |
| Cycle use final | `96.3%` |
| NetSw | `956 uW` |
| Via density | `3.73` |
| Total congestion overflow | `0` |
| Chip area | `5190 sq um` |
| VDD IR-drop max | `0.00115 V` |
| Power share of the clock group | `35.5%` |
| Clock-pin slew reported for the worst setup and hold paths after clock tree synthesis | `0.07 ns` |
| Syn-to-layout area delta | `91.8%` |
| CTS tree | `built` |
| I/O pin cnt | `149` |
| YS warnings | `1` |
| Hold Vio Cnt, Final | `0` |
| Port buffer count | `146` |
| Seq share, synth | `99.2%` |
| Syn_area_per_cell | `19.6 sq um` |
| Hold-fix buffers, CTS | `0` |
## layout by cell type, fill, tap and decap left out
cell              n
clkbuf_1          1
conb_1            1
buf_2            70
clkbuf_2          3
clkbuf_8         12
dfxtp_2           8
clkdlybuf4s50_1  73
dfxtp_1          65
## layout make-up
cell class / instances / area, sq um
Clock buffer: 13 / 169
Fill cell: 400 / 1900
Multi-Input combinational cell: 1 / 3.75
Sequential cell: 73 / 1470
Tap cell: 67 / 83.8
Timing Repair Buffer: 146 / 1100
## per-stage QoR
stage	std cells	hold WS [ns]	util [%]
2_1_floorplan	75	0.228	-
3_5_place_dp	287	0.652	63.7
4_1_cts	300	0.292	60.1
5_1_grt	300	0.296	59.8
3_3_place_gp	287	0.648	63.7
6_report	300	0.315	59.8
## flip-flops by register name (all words and copies together), names as in the netlist
register and cells:
alu_result_out 32, ctrl_m_mem_read 1, ctrl_m_mem_write 1, ctrl_wb_out 2
mux3_out 5, mux7_out 32
## synthesized netlist by cell type, drive strengths merged
cell / count
dfxtp: 73
buf: 1
conb: 1
## path summary, 6_finish.rpt
path        start      endpoint  cells after the start
max   mux3_out[4]   mux3_out[4]                      1
min   mux7_in[27]  mux7_out[27]                      1
## power by group through the flow
stage | Combinational, uW | Clock (uW) | Sequential [uW]
CTS | 409 | 2010 | 3100
finish | 400 | 1930 | 3100
global route | 433 | 2160 | 3110
## cells by family after synthesis
logic type	count (synthesis)	share of synthesized area, %
buffers and inverters	1	0.510
other	1	0.255
flip-flops	73	99.2
## routing by layer
metal | vias up | wire length [um] | track usage (%)
met5 | - | 0 | 0
met4 | 0 | 21 | 3.27
met3 | 2 | 498 | 6.76
met2 | 84 | 1830 | 22.4
met1 | 496 | 1550 | 21.5
li1 | 538 | - | -
## what timing repair did
action / 4_1_cts / 5_1_grt
resized: 228 / 4
pin swaps: 0 / 0
endpoints found under the setup margin: 73 / 3
Power is estimated from default activity; no workload was simulated.
