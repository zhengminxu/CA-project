==> design.v <==
module ALU
(
ALUCtrl_i,
data1_i,
data2_i,
data_o
);
input		[3:0]	ALUCtrl_i;
input		[31:0]	data1_i, data2_i;
output reg 	[31:0]	data_o;
always@(ALUCtrl_i, data1_i, data2_i) begin
	case (ALUCtrl_i)
		4'b0010: data_o <= data1_i + data2_i;
		4'b0110: data_o <= data1_i - data2_i;
		4'b0000: data_o <= data1_i & data2_i;
		4'b0001: data_o <= data1_i | data2_i;
		4'b1010: data_o <= data1_i * data2_i;
		4'b0010: data_o <= data1_i + data2_i;   
		default: data_o <= 32'd0;
	endcase
end
endmodule
==> run.sh <==
#!/bin/bash
# OpenROAD 26Q1-2900-gdf79404cd8, Yosys 0.63+post, stock flow scripts
make -C /OpenROAD-flow-scripts/flow DESIGN_CONFIG=/design/flow/config.mk WORK_HOME=/design/flow/orfs finish
==> config.mk <==
export PLATFORM = sky130hd
export DESIGN_NAME = ALU
export DESIGN_NICKNAME = ALU
export VERILOG_FILES = /design/flow/design.v
export SDC_FILE = /design/flow/constraint.sdc
export NUM_CORES = 4
export LEC_CHECK = 1
export CORE_UTILIZATION = 50
==> constraint.sdc <==
current_design ALU

set clk_period 25.5
set clk_io_pct 0.2

create_clock -name clk0 -period $clk_period

set non_clock_inputs [all_inputs -no_clocks]
set_input_delay [expr $clk_period * $clk_io_pct] -clock clk0 $non_clock_inputs
set_output_delay [expr $clk_period * $clk_io_pct] -clock clk0 [all_outputs]
==> impl_metrics.csv <==
group,metric,value,unit
sta,hold_slack,11330,ps
die,rows,70,
detailed_routing,dr.pass1.iters,5,
sta,relSlewSlack,48.86,%
synth,ys_seq_share,0,%
cells_and_area,design.seq.count,0,
placed_design,dp_slack,7374,ps
sta,drv_slew,0,
placed_design,hpwl,43.83,mm
die,boundaryPins,100,
synth,synth_area,0.01894,sq mm
flow_run,maxCapViolCount,0,
cts,hold_buffers,0,
setup_path,cp.arrival,13130,ps
placed_design,dp.cells,2732,
setup_path,slowest_delay,550,ps
grt,grt_usage,33.15,%
die,die_h,196.6,um
setup_path,crit_path_frequent_cell,"fa_1",
setup_path,path_delay_family,"adder cells",
power,pwr_density_cell,273.5,mW/mm^2
setup_path,path_max_fanout,31,
detailed_routing,drtIter0Drc,881,
power,power,5.620,mW
sta,tightest_slew,764.7,ps
setup_path,crit_path_start_kind,"input pin",
die,die_w,196.6,um
setup_path,worst_ep_required_time,20400,ps
setup_path,crit_buf_inv,7,
synth,ys_area,0.01894,sq mm
hold_path,worstHoldPathType,"input pin to output pin",
cells_and_area,regArea,0,sq um
cells_and_area,nFillCells,3439,
sta,setup_violations,0,
sta,post-route-period-util,71.47,%
sta,max_freq,54.87,MHz
synth,post_synth_num_cell_types,64,
die,coreArea,0.03696,sq mm
power,switching_share,58.56,%
sta,setup_tns,0,ps
cells_and_area,final_common_cell,"fa_1",
flow_run,warnings,34,
detailed_routing,viasPerCell,5.469,
grt,grt_pass1_wl,90.11,mm
power,p_int,2.329,mW
die,die-area,0.03867,sq mm
placed_design,portBuffers,100,
cells_and_area,area_growth,8.468,%
cts,postCtsSetupRepairBufs,0,
cells_and_area,layout-drive-gt1-share,3.366,%
detailed_routing,wl_per_cell,20.77,um
cells_and_area,clock_buffers,0,
sta,rsz0062_at_grt,"false",
detailed_routing,wirelength,56.79,mm
grt,gr-total-overflow,0,
setup_path,worstSetupPathType,"input pin to output pin",
grt,grt_max_degree,43,
power,p_leak,9.920,nW
setup_path,worst_path_max_delay_cell,"fa_1",
synth,avgSynthCellArea,8.607,sq um
power,vdd_ir_drop_max,0.5953,mV
synth,yosysCellCount,2201,
sta,hold_viol,0,
synth,netlist_instances,2201,
detailed_routing,drtAntennaViolNets,0,
detailed_routing,vias,14950,
cells_and_area,final_cells,2734,
setup_path,setup.worst_path.end_class,"output pin",
placed_design,gp_congestion,0.9434,
grt,antenna_found_initial,2,
outcome,status,"finished clean",
power,p_switching,3.291,mW
synth,ys.warnings.count,1,
grt,grt_pass1_vias,15770,
cells_and_area,final_cell_mix,"fa_1 (409), inv_1 (392), and2_1 (313)",
die,fp-utilization,51.25,%
sta,worst_slack,7274,ps
detailed_routing,drc_errors,0,
cts,cts_resized,0,
sta,period_needed,18230,ps
[power by group through the flow]
stage                 registers [mW]  clock network, mW  logic (mW)
after CTS                          0                  0        5.62
after global routing               0                  0        6.20
[path summary, 6_finish.rpt]
| path | startpoint | endpoint | slack (ps) | depth (start not counted) |
|---|---|---|---|---|
| max | data2_i[6] | data_o[29] | 7270 | 26 |
| min | ALUCtrl_i[0] | data_o[24] | 11330 | 5 |
[synth_stat cells (6+ instances only)]
| library cell | instances | area (sq um) |
|---|---|---|
| fa_1 | 409 | 8188 |
| inv_1 | 392 | 1471 |
| and2_1 | 313 | 1958 |
| nand2_1 | 255 | 957.2 |
| ha_1 | 157 | 1964 |
| clkbuf_1 | 129 | 484.2 |
| xnor2_1 | 75 | 656.9 |
| a21oi_1 | 55 | 275.3 |
| xor2_1 | 53 | 464.2 |
| nor2_1 | 43 | 161.4 |
| o21ai_0 | 38 | 190.2 |
| a21o_1 | 31 | 232.7 |
| maj3_1 | 26 | 260.3 |
| nand3_1 | 17 | 85.08 |
| o31ai_1 | 15 | 112.6 |
| a22oi_1 | 14 | 105.1 |
| nor3_1 | 14 | 70.07 |
| or3_1 | 13 | 81.33 |
| nand2b_1 | 12 | 75.07 |
| o21bai_1 | 10 | 75.07 |
| mux2i_1 | 9 | 90.09 |
| nor3b_1 | 8 | 60.06 |
| and3_1 | 7 | 43.79 |
| o21a_1 | 7 | 52.55 |
| o221ai_1 | 7 | 61.31 |
| a211oi_1 | 6 | 45.04 |
| nor2b_1 | 6 | 37.54 |
| o211ai_1 | 6 | 45.04 |
[metal layers]
metal | wire, um | track usage [%] | share of wire, %
met5 | 0 | 0 | 0
met4 | 1462 | 6.460 | 2.6
met3 | 5289 | 10.49 | 9.3
met2 | 26920 | 52.02 | 47
met1 | 23120 | 47.79 | 41
[kinds of logic (layout without fill, tap and decap cells)]
kind of cell               Yosys count  count (layout)  synth area share (%)
and+or+nand+nor                    717             717                 19.87
adders and majority gates          592             592                 54.97
buffers and inverters              524             551                 10.38
AOI/OAI and AO/OA                  229             229                 8.210
xor gates and xnor gates           129             129                 6.037
muxes                               10              10                0.5350
other                                0               2                     0
[layout make-up]
type / count / area [sq um] / area share, %
tap: 504 / 630.6 / 3.069
antenna: 2 / 5.005 / 0.02436
multi-input combinational: 1677 / 17000 / 82.74
timing repair buffer: 159 / 1439 / 7.003
inverter: 392 / 1471 / 7.161
[per-stage QoR]
stage	area [sq um]	utilization [%]
2_1_floorplan	18940	-
3_3_place_gp	20540	55.58
3_5_place_dp	20540	55.58
4_1_cts	20540	55.58
5_1_grt	20540	55.58
6_report	20550	55.59
Power is estimated from default activity; no workload was simulated.
